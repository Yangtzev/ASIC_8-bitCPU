===== ./design.v =====
`timescale 1 ns / 1 ns 
module control
(rd,
wr,
ld_ir,
ld_ac,
ld_pc,
inc_pc,
halt,
data_e,
sel,
opcode,
zero,
clk,
rst_
); 
output rd;
output wr;
output ld_ir;
output ld_ac;
output ld_pc;
output inc_pc;
output halt;
output data_e;
output sel;
input[2:0] opcode;
input zero;
input clk;
input rst_;
reg rd;
reg wr;
reg ld_ir;
reg ld_ac;
reg ld_pc;
reg inc_pc;
reg halt;
reg data_e;
reg sel;
reg[2:0] nexstate;
reg[2:0] state;
always @(posedge clk or negedge rst_)
	if(!rst_) 
  	state <= 3'b000; 
	else
  	state <= nexstate;
always @ (opcode or state or zero) 
begin:blk 
	reg alu_op; 
	alu_op = opcode==3'b010||opcode==3'b011||opcode==3'b100||opcode==3'b101; 
	nexstate <= state+3'b001;
	case (state)
		1:begin sel=1;rd=0;ld_ir=0;inc_pc=0;halt=0;ld_pc=0;data_e=0;ld_ac=0;wr=0; end
		2:begin sel=1;rd=1;ld_ir=0;inc_pc=0;halt=0;ld_pc=0;data_e=0;ld_ac=0;wr=0; end
		3:begin sel=1;rd=1;ld_ir=1;inc_pc=0;halt=0;ld_pc=0;data_e=0;ld_ac=0;wr=0; end
		4:begin sel=1;rd=1;ld_ir=1;inc_pc=0;halt=0;ld_pc=0;data_e=0;ld_ac=0;wr=0; end
		5:begin sel=0;rd=0;ld_ir=0;inc_pc=1;ld_pc=0;data_e=0;ld_ac=0;wr=0;
		if(opcode == 3'b000)halt=1; else halt=0; end
		6:begin sel=0;rd=alu_op;ld_ir=0;inc_pc=0;halt=0;ld_pc=0;data_e=0;ld_ac=0;wr=0; end
		7:begin sel=0;rd=alu_op;ld_ir=0;halt=0;data_e=!alu_op;ld_ac=0;wr=0;
		if(opcode == 3'b001)inc_pc = zero;else inc_pc = 0;
		if(opcode == 3'b111)ld_pc=1; else ld_pc=0; end
		0:begin sel=0;rd=alu_op;ld_ir=0;halt=0;data_e=!alu_op;ld_ac=alu_op;
		inc_pc=(opcode==3'b001)&zero||(opcode==3'b111);
		if(opcode==3'b111)ld_pc=1; else ld_pc=0;
		if(opcode==3'b110)wr=1; else wr=0; end
		default: begin sel=1'bZ;rd=1'bZ;ld_ir=1'bZ;inc_pc=1'bZ;halt=1'bZ;ld_pc=1'bZ;
		data_e=1'bZ;ld_ac=1'bZ;wr=1'bZ; end
	endcase
end
endmodule

===== ./run.sh =====
#!/bin/bash
# OpenROAD 26Q1-2900-gdf79404cd8, Yosys 0.63+post, stock flow scripts
make -C /OpenROAD-flow-scripts/flow DESIGN_CONFIG=/design/flow/config.mk WORK_HOME=/design/flow/orfs finish

===== ./config.mk =====
export PLATFORM = sky130hd
export DESIGN_NAME = control
export DESIGN_NICKNAME = control
export VERILOG_FILES = /design/flow/design.v
export SDC_FILE = /design/flow/constraint.sdc
export NUM_CORES = 4
export LEC_CHECK = 1
export CORE_AREA = 10 10 70 70
export DIE_AREA = 0 0 80 80

===== ./constraint.sdc =====
current_design control

set clk_period 2.0
set clk_io_pct 0.2

create_clock -name clk0 -period $clk_period [get_ports {clk}]

set non_clock_inputs [all_inputs -no_clocks]
set_input_delay [expr $clk_period * $clk_io_pct] -clock clk0 $non_clock_inputs
set_output_delay [expr $clk_period * $clk_io_pct] -clock clk0 [all_outputs]

==> Slide: Implementation Results <==
Flow Results at a Glance

Layout
  – Post-route cell area: about 780 um2
  – Largest reg by FF count: state
  – Share of cells above drive strength 1: 0.7183
  – Top Registers: state x3
  – Layout Cells excl Fill: approximately 120
  – Number of flip-flops in the largest register: 3
  – # fillers: between 300 and 400
  – Utilization after layout: 0.2282
  – Sequential cell area: roughly 78 um2
  – Area growth syn-to-layout: 146.2%
  – Combinational Area: around 350 um2

Drt
  – Number of diodes: 0
  – Routed vias: 397
  – DR pass1 iterations: 2
  – Final WL: roughly 1100 um
  – Post-DRT Antenna Nets: 0
  – Residual DRC: 0
  – Initial DRC Count: 20
  – Drt wl/cell: 9.650 um
  – Via/cell ratio: around 3.4

Logic synthesis
  – FFs w/ async S/R, synth: 1.000
  – EDFF count, synth: 0
  – Mean Syn Cell Area: 9.593 um2
  – Yosys warnings: 10
  – Register share after synthesis: 0.2372
  – Commonest cells in the netlist: ha_1 (5), dfrtp_1 (3), nand2b_1 (3), nor2_1 (3)
  – Top-count cell post-synth: ha_1
  – Distinct lib cells used: 21
  – Cell type with the largest total area: dfrtp_1
  – Ys cells: 33
  – Ys flop type: dfrtp_1
  – Cell area leaders: dfrtp_1 (24%), ha_1 (20%), nand2b_1 (5.9%)
  – Area leader share: 0.2372
  – Synthesized chip area reported by yosys: between 300 and 400 um2
  – Gate Count Post-Synth: 33
  – Synth Register Bits: 3
  – Post-Syn Area: 316.6 um2

GRT
  – Global-route wire length before repair: 1966 um
  – Met2 Use GR: 0.05939
  – Overflow after GRT: 0
  – Initial antenna violation count: 0
  – GRT Max-Usage Layer: met2
  – Met1 usage: 0.04261
  – GRT met3 Usage: 0.01818
  – Largest net degree at the start of global routing: 8
  – Total track usage: 0.03661
  – Vias in the first global route: roughly 460

Job
  – OpenROAD warning count: 30
  – Number of max-cap violations: 0

Pwr
  – Psw: 0.04484 mW
  – Combinational share of power: 0.210
  – Cell Pwr Density: ~270 nW/um2
  – Total leakage power: between 0.3 and 0.4 nW
  – Clock group share of total power: 0.498
  – Power, Total: between 0.2 and 0.25 mW
  – Sw Ratio: 0.2150
  – Peak VDD IR: 0.08515 mV
  – Int Power: roughly 0.16 mW
  – Reg power frac: 0.293

Setup path
  – Worst path required time: approximately 1.6 ns
  – Critical path's slowest cell: dfrtp_2
  – Max incr delay on CP: around 0.43 ns
  – Top delay family on crit path: flip-flops
  – Largest fanout on the critical path: 3
  – CP Class: register to primary output
  – Arr. time, crit path: approximately 1.6 ns
  – Crit start category: register
  – Worst path cell trace: ha_4 -> ha_4 -> nand4bb_1 -> o311ai_2 -> a221o_1 -> clkbuf_2
  – WP buf/inv: 1
  – Cell seen most often among critical-path stages: ha_4
  – Critical path capture point type: primary output

CTS
  – Cts bufs inserted: 3
  – H-tree levels: 1
  – Clock slew at reported path FFs: roughly 0.04 ns
  – CTS tree: done
  – Clock sink count: 3
  – Maximum clock insertion buffer count: 2
  – Clock latency (worst-skew pair): roughly 0.23 ns
  – Root buf cell: clkbuf_4

Min path
  – HP Class: input port to async pin

Timing
  – Clock skew: between 0.001 and 0.0015 ns
  – Final Hold Vio Count: 0
  – RSZ-0062 raised after global routing: yes
  – Slew of the pin with the lowest slew margin: 0.2700 ns
  – Final hold slack: 0.3590 ns
  – Setup WS post-layout: -0.01070 ns
  – Fin crit period: ~2.0 ns
  – Period utilization: 1.005
  – Final setup fails: 1
  – Setup TNS: -0.01070 ns
  – Final Max Tran Viols: 0
  – Slew HR: 0.8183
  – Fmax: 497.3 MHz

Placed design
  – Dpl cells: roughly 110
  – Dpl ws: -0.4130 ns
  – Placed Area: around 640 um2
  – IO buf count: 14
  – Post-DP HPWL: slightly below 900 um
  – GP Congestion: between 0.8 and 0.9

Run status
  – Failing checks: negative setup slack
  – Status: finished with violations

Floorplan
  – Chip height: roughly 80 um
  – Floorplan core density: 0.09267
  – IO Count: 15
  – Row cnt: 21
  – Core Box Area: around 3400 um2
  – Die W: 80 um
  – Die area: roughly 6400 um2
## kinds of logic (layout without fill, tap and decap cells)
logic type | after synthesis | count (layout) | synth area share
and+or+nand+nor | 16 | 16 | 0.3518
adders and majority gates | 5 | 5 | 0.1976
AOI/OAI and AO/OA | 5 | 5 | 0.1305
DFF | 3 | 3 | 0.2371
buffers and inverters | 2 | 40 | 0.02372
xor gates and xnor gates | 1 | 1 | 0.02767
muxes | 1 | 1 | 0.03162
## cell type report
cell class / instances / area share
clock buffer: 4 / 0.03371
tap: 46 / 0.07384
sequential: 3 / 0.09952
multi-input combinational: 28 / 0.4510
inverter: 2 / 0.01284
timing repair buffer: 34 / 0.3291
## metal layers
| metal | vias up | wire, um |
|---|---|---|
| met4 | 0 | 11 |
| met3 | 2 | 110 |
| met5 | - | 0 |
| met2 | 13 | 553 |
| li1 | 200 | - |
| met1 | 182 | 453 |
## placed cells by master (no fill, tap or decap), types with 2 or more instances in the layout
cell             count
ha_4                 4
clkbuf_4             3
nand2b_1             2
buf_4               17
clkdlybuf4s50_1      2
buf_6                3
nor2_2               3
dlygate4sd2_1        4
dfrtp_2              2
clkbuf_2             4
buf_2                4
## power groups by stage
stage	logic [mW]	registers (mW)	clock network, mW
4_1_cts	0.0442	0.0610	0.110
5_1_grt	0.0491	0.0609	0.118
6_report	0.0437	0.0611	0.104
## worst paths after layout
check	from	to	slack, ns	cells past startpoint
max in group asynchronous	rst_	state[0]	1.48	1
max	state[0]	inc_pc	-0.01	6
min reg2reg	state[2]	state[2]	0.60	1
min in group clk0	state[2]	state[2]	0.60	1
max reg2reg	state[0]	state[2]	1.07	2
min	rst_	state[2]	0.36	1
## repair_timing
| item | CTS | global route |
|---|---|---|
| endpoints found under the hold margin | 0 | 0 |
| pin swaps | 6 | 6 |
| setup endpoints to repair | 9 | 8 |
| gates resized | 40 | 18 |
| setup buffers | 3 | 1 |
| hold buffers | 0 | 0 |
No activity file was given, so power comes from the tool's default toggle rates.
