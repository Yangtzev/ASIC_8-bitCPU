`/design/flow/run.sh`:
```
#!/bin/bash
# OpenROAD 26Q1-2900-gdf79404cd8, Yosys 0.63+post, stock flow scripts
make -C /OpenROAD-flow-scripts/flow DESIGN_CONFIG=/design/flow/config.mk WORK_HOME=/design/flow/orfs finish
```
`/design/flow/config.mk`:
```
export PLATFORM = sky130hd
export DESIGN_NAME = alu
export DESIGN_NICKNAME = alu
export VERILOG_FILES = /design/flow/design.v
export SDC_FILE = /design/flow/constraint.sdc
export NUM_CORES = 4
export LEC_CHECK = 1
export CORE_AREA = 10 10 72 72
export DIE_AREA = 0 0 82 82
```
`/design/flow/constraint.sdc`:
```
current_design alu

set clk_period 4.3
set clk_io_pct 0.2

create_clock -name clk0 -period $clk_period

set non_clock_inputs [all_inputs -no_clocks]
set_input_delay [expr $clk_period * $clk_io_pct] -clock clk0 $non_clock_inputs
set_output_delay [expr $clk_period * $clk_io_pct] -clock clk0 [all_outputs]
```
`/design/flow/design.v`:
```
`timescale 1ns/100ps
module alu(out, zero, opcode, data, accum);
input [7:0] data, accum;
input [2:0] opcode;
output zero;
output [7:0] out;
reg [7:0] out;
reg zero;
parameter PASS0 = 3'b000,
	PASS1 = 3'b001,
	ADD = 3'b010,
	AND = 3'b011,
	XOR = 3'b100,
	PASSD = 3'b101,
	PASS6 = 3'b110,
	PASS7 = 3'b111;
always@(opcode or data or accum)
begin
	if (accum==8'b00000000)
	#1.2 zero = 1'b1;
	else
	#1.2 zero = 1'b0;
	case(opcode)
	3'b000:#3.5 out=accum;
	3'b001:#3.5 out=accum;
	3'b010:#3.5 out=accum+data;
	3'b011:#3.5 out=accum&data;
	3'b100:#3.5 out=accum^data;
	3'b101:#3.5 out=data;
	3'b110:#3.5 out=accum;
	3'b111:#3.5 out=accum;
	default:#3.5 out=8'bx;
endcase
end
endmodule
```
==> results_dict.tcl <==
# flow metrics
set metrics [dict create \
    core_util_floorplan 0.2249 \
    flops 0 \
    cp.required_ns 3.44 \
    yosysTopAreaCellShare 0.1207 \
    finalCritPeriodShare 0.9324 \
    hold_violations 0 \
    p_total_w 0.0001253 \
    drtIter0Drc 66 \
    xor_share 0.02112 \
    ant_nets 0 \
    critPathMaxStageDelay_ns 0.50 \
    intPower_w 0.00006949 \
    crit_chain "clkdlybuf4s50_1 > ha_1 > fa_1 > a211oi_1 > o21ai_0 > o22ai_1 > clkdlybuf4s50_1" \
    power.share.clock 0 \
    io_buffer_count 28 \
    grt_pass1_vias 852 \
    yosys_area_sq_um 829.5 \
    wire_per_inst_um 13.01 \
    worstSetupPathType "in -> out" \
    remaining_drc_errors 0 \
    layout_min_cycle_time_ns 4.009 \
    clkbuf_count 0 \
    die_height_um 82 \
    worst_pin_slew_ns 0.6167 \
    p_seq_frac 0 \
    top_area_cell "ha_1" \
    grt_max_degree 22 \
    critPathCaptureType "output pin" \
    warning_count 32 \
    slew_headroom 0.5782 \
    setup_viol 0 \
    firstDrtPassIters 4 \
    routed_wl_um 2406 \
    p_per_area_nw_per_um2 108.7 \
    timing.hold.ws_ns 2.817 \
    yosys.area_share.simple 0.2911 \
    row_count 22 \
    status "finished clean" \
    place_area_sq_um 1152 \
    vias_per_cell 4.919 \
    ir_drop_mv 0.05135 \
    finalSetupTns_ns 0 \
    diodes 0 \
    power_frac_comb 1.000 \
    syn2layout_area_growth_pct 38.91 \
    grt_pass1_wl_um 4250 \
    cp_max_fo 4 \
    avgSynthCellArea_sq_um 7.407 \
    mux_area_frac 0.1222 \
    min_to "zero" \
    ys_types 36 \
    cts.repair.resized 0 \
    hold_buffers 0 \
    crit_top_cell "clkdlybuf4s50_1" \
    grt_setup_unrepaired "no" \
    switchingPower_w 0.00005581 \
    p_leak_nw 0.4517 \
    p_sw_frac 0.4454 \
    register_area_sq_um 0 \
    cts_setup_buffers 0 \
    chip_area_sq_um 6724 \
    dp_hpwl_um 1985 \
    ys_cells 112 \
    drive_gt1_frac 0.05109 \
    mappedNetlistArea_sq_um 829.5 \
    cp_top_family "buffers and inverters" \
    cp.buffers_inverters 2 \
    min_path_cells 4 \
    grt-ovfl-total 0 \
    final.fill_count 400 \
    maxCapViolCount 0 \
    ios 28 \
    synthTopCellsByArea "ha_1 (12%), mux2i_1 (11%), nand2_1 (6.8%)" \
    gp_congestion 0.8584 \
    yosysSeqAreaShare 0 \
    slew_violations 0 \
    antenna_found_initial 0 \
    slowest_stage "clkdlybuf4s50_1" \
    synthCells 112 \
    worst_hold_startpoint "accum[7]" \
    synthAoiAreaFrac 0.3499 \
    fin_area_sq_um 1152 \
    ys_sh_adder 0.1448 \
    ys_top_logic_family "AND-OR/OR-AND gates" \
    crit_arrival_ns 3.15 \
    worstSetupStartpointType "input pin" \
    fmax_mhz 249.4 \
    globalRouteTotalUtil 0.07422 \
    hp-class "in -> out" \
    die_w_um 82 \
    via_count 910 \
    yosysWarnings 1 \
    core-area_sq_um 3689 \
]
## routing by layer
layer	track usage	wire [um]	vias to the layer above
met5	0	0	-
met4	0	0	0
met3	0.01322	185	0
met2	0.1050	985	23
met1	0.1192	1236	395
li1	-	-	492
## cells in the mapped netlist (2+ instances only)
cell type  count
nor3b_1        7
o21ai_1        3
o21ai_0        6
a311oi_1       2
a211oi_1       6
a311o_1        2
nand2b_1       3
nor2b_1        3
mux2i_1        9
a21o_1         2
nor4b_2        2
or4_1          2
o211ai_1       3
nor2_1         2
buf_6          3
clkbuf_1       3
o22ai_1        2
o211a_1        3
buf_2          2
ha_1           8
nand2_1       15
nand3_1        4
a21oi_1        6
xor2_1         2
## how the worst max path moves through the flow
stage,slack (ns),start,end,cells past startpoint
after global routing,0.12,accum[0],out[6],8
final,0.29,accum[0],out[4],7
after CTS,0.30,accum[0],out[4],7
## final cells by class
| type | instances | area (sq um) | area share |
|---|---|---|---|
| tap | 48 | 60.06 | 0.05212 |
| timing repair buffer | 33 | 317.8 | 0.2758 |
| inverter | 1 | 3.754 | 0.003257 |
| multi-input combinational | 103 | 770.7 | 0.6688 |
## cell families (layout without fill, tap and decap cells)
group,count (synthesis),after routing
AND-OR/OR-AND,41,41
XOR/XNOR,2,2
adder cells (fa/ha/maj),9,9
buffers and inverters,9,34
multiplexers,10,10
AND/OR/NAND/NOR,41,41
## layout by cell type, fill, tap and decap left out, types with 3 or more instances in the layout
cell,n
o211ai_1,3
o21ai_0,6
a211oi_1,6
ha_1,8
o211a_1,3
nand2_1,15
mux2i_1,9
nor2b_1,3
clkdlybuf4s50_1,28
nor3b_1,7
nand3_1,4
a21oi_1,6
buf_4,5
o21ai_1,3
nand2b_1,3
## per-stage QoR
stage,cells,worst slack [ns],utilization
floorplan,112,1.406,-
global placement,185,0.3502,0.3124
detailed placement,185,0.3234,0.3124
CTS,185,0.2971,0.3124
global route,185,0.1211,0.3124
finish,185,0.2908,0.3124
## power groups by stage
| stage | clock [W] | combinational, W | sequential [W] |
|---|---|---|---|
| 4_1_cts | 0 | 0.000127 | 0 |
| 5_1_grt | 0 | 0.000142 | 0 |
| 6_report | 0 | 0.000125 | 0 |
Power is estimated from default activity; no workload was simulated.
