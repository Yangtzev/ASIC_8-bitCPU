===== /design/flow/design.v =====
`timescale 1 ns / 100 ps
module counter ( cnt, clk, data, rst_, load);
output [4:0] cnt;
input [4:0] data;
input clk;
input rst_;
input load;
reg [4:0] cnt;
always @ ( posedge clk or negedge rst_ )
if ( !rst_ )
    cnt <= 0;
else 
    if ( load )
        cnt<= data;
else
        cnt <= cnt + 1;
endmodule

===== /design/flow/run.sh =====
#!/bin/bash
# OpenROAD 26Q1-2900-gdf79404cd8, Yosys 0.63+post, stock flow scripts
make -C /OpenROAD-flow-scripts/flow DESIGN_CONFIG=/design/flow/config.mk WORK_HOME=/design/flow/orfs finish

===== /design/flow/config.mk =====
export PLATFORM = sky130hd
export DESIGN_NAME = counter
export DESIGN_NICKNAME = counter
export VERILOG_FILES = /design/flow/design.v
export SDC_FILE = /design/flow/constraint.sdc
export NUM_CORES = 4
export LEC_CHECK = 1
export CORE_AREA = 10 10 70 70
export DIE_AREA = 0 0 80 80

===== /design/flow/constraint.sdc =====
current_design counter

set clk_period 1.1
set clk_io_pct 0.2

create_clock -name clk0 -period $clk_period [get_ports {clk}]

set non_clock_inputs [all_inputs -no_clocks]
set_input_delay [expr $clk_period * $clk_io_pct] -clock clk0 $non_clock_inputs
set_output_delay [expr $clk_period * $clk_io_pct] -clock clk0 [all_outputs]

==> flow_summary.toml <==
# generated from flow reports
[drt]
wirelength_um = 738
drt_iter0_drc = 6
ant_nets = 0
drcViolationCount = 0
dr.pass1.iters = 3
vias_per_cell = 2.57
vias = 226
routedWlPerCell_um = 8.39
diodes = 0

[synth]
ys_ff = 5
postSynthCellCount = 21
netlist_area_um2 = 235
syn_area_per_cell_um2 = 11.2
postSynthSeqShare = 0.532
yosys_cells = 21
ys_warn_count = 1
yosys_area_um2 = 235
ys_types = 10

[placement]
place.gp.congestion = 0.703
place_hpwl_um = 575
placed_area_um2 = 424
place.port_buffers = 12

[final_timing]
slew_headroom = 0.838
finalWorstSetupSlack_ns = -0.00704
finalHoldViolCount = 0
period_used_share = 1.01
finClkSkew_ns = 0.00372
period_needed_ns = 1.11
slew_violations = 0
worstMarginPinSlew_ns = 0.242
setup_viol = 1
fin_tns_setup_ns = -0.00704
rsz0062_at_grt = "yes"
fmax_ghz = 0.903

[power]
p_per_area_nw_per_um2 = 1310
worst_ir_drop_vdd_mv = 0.612
cellLeakagePower_nw = 0.194
p_total_uw = 645

[worst_setup_path]
worst-path-buf-inv = 1
cp-start-kind = "flop"
path_delay_family = "flip-flops"
arrival_ns = 1.23
critical_path.max_stage_delay_ns = 0.38
crit_type = "reg -> reg"
cp_data_required_time_ns = 1.23
worstPathMaxFanout = 3
cpMaxStageDelayCell = "dfrtp_1"
end_kind = "flop"
path_cells = "buf_6, ha_4, mux2_4"

[cells_and_area]
largest_register_ffs = 5
layout.cells.most_common = "clkdlybuf4s50_1"
top_register = "cnt"
n_fill_cell = 393
final_cell_mix = "clkdlybuf4s50_1 (7), dfrtp_1 (5), clkdlybuf4s15_1 (5), buf_4 (5), nand2_1 (4)"
area_delta_synth_final_pct = 110
drive_gt1_frac = 0.286
reg_top3 = "cnt (5)"
fin_area_um2 = 494

[floorplan]
row_count = 21
initCoreUtil = 0.0689
die_width_um = 80
pin_count = 13
die_height_um = 80
dieArea_um2 = 6400
core-area_um2 = 3420

[cts]
cts_max_level = 1
cts_buffers = 3
cts.path.max_buffers = 2
clk_transition_reported_paths_ns = 0.05
clockRootBuffer = "clkbuf_4"
cts_sinks = 5
cts_tree = "built"
clock_latency_ns = 0.25

[min_path]
min_path_type = "in -> async"

[global_routing]
track_usage = 0.0253
grt_max_degree = 9
grt_pass1_vias = 286
grt_pass1_wl_mm = 1.25
grt.overflow.total = 0
antenna_found_initial = 0

[run]
drv_cap = 0
tool_warnings = 27

[run_status]
status = "finished with violations"
failed_checks = "setup timing"
## power breakdown
group | internal, mW | switching (mW)
combinational | 0.132 | 0.0667
clock | 0.138 | 0.0821
sequential | 0.211 | 0.0162
## cells in the mapped netlist (all sizes together)
cell	count	share of area
mux2	1	0.064
dfrtp	5	0.53
nand3	2	0.043
ha	1	0.053
o21ai	4	0.085
xnor2	1	0.037
buf	1	0.048
xor2	2	0.074
nand2	4	0.064
## metal layers
metal,up-vias,wire (µm),track usage,part of all wire
met3,2,93,0.0239,0.13
met4,0,13,0.00352,0.018
li1,113,-,-,-
met2,16,192,0.0265,0.26
met1,95,439,0.0355,0.59
met5,-,0,0,0
## area by class of cell
type / count / area [µm²] / area share
Clock buffer: 4 / 26.3 / 0.0532
Timing Repair Buffer: 18 / 169 / 0.342
Multi-Input combinational cell: 15 / 116 / 0.235
Tap cell: 46 / 57.6 / 0.116
Sequential cell: 5 / 125 / 0.253
## per-stage QoR
step / utilization / worst slack [ns] / hold WS [ns] / instances
2_1_floorplan: - / 0.0745 / -0.0756 / 21
3_3_place_gp: 0.124 / -0.0318 / 0.457 / 81
3_5_place_dp: 0.124 / -0.0451 / 0.463 / 81
4_1_cts: 0.142 / -0.0112 / 0.200 / 88
5_1_grt: 0.145 / -0.0345 / 0.204 / 88
6_report: 0.145 / -0.00704 / 0.200 / 88
## logic make-up after synthesis
| group | share of synthesized area |
|---|---|
| AND/OR/NAND/NOR | 0.106 |
| flip-flops | 0.532 |
| AND-OR/OR-AND | 0.0851 |
| XOR/XNOR | 0.112 |
| buffers and inverters | 0.0479 |
| multiplexers | 0.0638 |
| adder cells (fa/ha/maj) | 0.0532 |
## final timing paths
kind                               from     end  slack (ns)  cells past startpoint
worst max-delay path             cnt[0]  cnt[1]      -0.007                      3
min in group clk0               data[4]  cnt[4]        0.54                      3
worst min register to register   cnt[0]  cnt[0]        0.59                      2
max in group asynchronous          rst_  cnt[2]        0.70                      1
worst min-delay path               rst_  cnt[4]        0.20                      1
worst max register to register   cnt[0]  cnt[1]      -0.007                      3
## repair_timing
item | 4_1_cts | 5_1_grt
hold buffers | 0 | 0
buffers inserted | 3 | 0
gates resized | 8 | 5
pin swaps | 0 | 1
setup endpoints to repair | 5 | 6
No activity file was given, so power comes from the tool's default toggle rates.
